[design.v]
module mutation_sv #(
    parameter GENE_LEN = 12,
    parameter CHAR_WIDTH = 8
)(
    input  logic clk,
    input  logic rst,
    input  logic start,
    input  logic [GENE_LEN*CHAR_WIDTH-1:0] child_in,     
    input  logic [GENE_LEN*8-1:0] rand_mask,             
    input  logic [GENE_LEN*8-1:0] rand_ascii,            
    input  logic [7:0] mutation_thresh,                 
    output logic [GENE_LEN*CHAR_WIDTH-1:0] mutant_out,
    output logic done
);
    typedef enum logic [1:0] {
        IDLE, PROCESS, FINISH
    } state_t;
    state_t state;
    logic [3:0] idx;
    logic [CHAR_WIDTH-1:0] child [GENE_LEN-1:0];
    logic [CHAR_WIDTH-1:0] mutant [GENE_LEN-1:0];
    logic [7:0] rand_thresh [GENE_LEN-1:0];
    logic [7:0] rand_val [GENE_LEN-1:0];
    always_comb begin
        for (int i = 0; i < GENE_LEN; i++) begin
            child[i] = child_in[i*CHAR_WIDTH +: CHAR_WIDTH];
            rand_thresh[i] = rand_mask[i*8 +: 8];
            rand_val[i] = rand_ascii[i*8 +: 8];
        end
    end
    always_ff @(posedge clk or posedge rst) begin
        if (rst) begin
            idx <= 0;
            state <= IDLE;
            done <= 0;
        end else begin
            case (state)
                IDLE: begin
                    done <= 0;
                    if (start) begin
                        idx <= 0;
                        state <= PROCESS;
                    end
                end
                PROCESS: begin
                    if (rand_thresh[idx] <= mutation_thresh)
                        mutant[idx] <= rand_val[idx];
                    else
                        mutant[idx] <= child[idx];
                    if (idx == GENE_LEN - 1)
                        state <= FINISH;
                    else
                        idx <= idx + 1;
                end
                FINISH: begin
                    done <= 1;
                    state <= IDLE;
                end
		default: begin
			state <= IDLE;
		end
            endcase
        end
    end
    always_comb begin
        for (int i = 0; i < GENE_LEN; i++) begin
            mutant_out[i*CHAR_WIDTH +: CHAR_WIDTH] = mutant[i];
        end
    end
endmodule
[run.sh]
#!/bin/bash
# OpenROAD 26Q1-2900-gdf79404cd8, Yosys 0.63+post, stock flow scripts
make -C /OpenROAD-flow-scripts/flow DESIGN_CONFIG=/design/flow/config.mk WORK_HOME=/design/flow/orfs finish
[config.mk]
export PLATFORM = sky130hd
export DESIGN_NAME = mutation_sv
export DESIGN_NICKNAME = mutation_sv
export VERILOG_FILES = /design/flow/design.v
export SDC_FILE = /design/flow/constraint.sdc
export NUM_CORES = 4
export LEC_CHECK = 1
export CORE_AREA = 10 10 203 203
export DIE_AREA = 0 0 213 213
[constraint.sdc]
current_design mutation_sv

set clk_period 6.3
set clk_io_pct 0.2

create_clock -name clk0 -period $clk_period [get_ports {clk}]

set non_clock_inputs [all_inputs -no_clocks]
set_input_delay [expr $clk_period * $clk_io_pct] -clock clk0 $non_clock_inputs
set_output_delay [expr $clk_period * $clk_io_pct] -clock clk0 [all_outputs]
==> metrics.txt <==
# HELP chip_impl_metric Yosys and OpenROAD flow results
# TYPE chip_impl_metric gauge
chip_impl_info{name="run_status",value="completed"} 1
chip_impl_metric{name="floorplanUtilization",unit="%"} 15.09
chip_impl_metric{name="p_leak",unit="nW"} 3.590
chip_impl_metric{name="wire_length_of_the_first_global_routing_pass",unit="mm"} 45.02
chip_impl_metric{name="worst-slew-pin-transition",unit="ns"} 0.7918
chip_impl_metric{name="clock_insertion_delay_worst_skew",unit="ns"} 0.35
chip_impl_info{name="rsz_0062_raised_after_global_routing",value="false"} 1
chip_impl_info{name="timing.rr.end",value="mutant[4][2]$_DFFE_PP_"} 1
chip_impl_metric{name="grt-ovfl-total",unit=""} 0
chip_impl_metric{name="critPathArrivalTime",unit="ns"} 4.94
chip_impl_metric{name="ys_ff",unit=""} 104
chip_impl_metric{name="post_synth.cell_area_avg",unit="um2"} 12.25
chip_impl_metric{name="drtAntennaViolNets",unit=""} 0
chip_impl_metric{name="sequential_area_share_after_synthesis",unit="%"} 55.68
chip_impl_metric{name="synth_cell_type_count",unit=""} 41
chip_impl_metric{name="fin_cells",unit=""} 1316
chip_impl_metric{name="setup.reg_to_reg.worst_slack",unit="ns"} 1.57
chip_impl_metric{name="dr.first_iter.drc_count",unit=""} 409
chip_impl_metric{name="globalplace.congestion",unit=""} 0.8752
chip_impl_metric{name="worstPathRequired",unit="ns"} 6.52
chip_impl_metric{name="vias_per_cell",unit=""} 4.416
chip_impl_metric{name="timing.final.crit_share",unit="%"} 75.06
chip_impl_metric{name="multi_input_comb_area",unit="mm2"} 0.002203
chip_impl_metric{name="place_hpwl",unit="mm"} 27.31
chip_impl_metric{name="post_cts_hold_buffer_count",unit=""} 0
chip_impl_metric{name="flow.area_growth_from_synthesis",unit="%"} 87.21
chip_impl_metric{name="drt_pass1_iterations",unit=""} 8
chip_impl_metric{name="clkSinkCount",unit=""} 104
chip_impl_metric{name="synth_warn",unit=""} 5
chip_impl_metric{name="yosys_cells",unit=""} 452
chip_impl_info{name="capturing_element_type_of_the_critical_path",value="flip-flop"} 1
chip_impl_metric{name="synthArstFlopShare",unit="%"} 7.692
chip_impl_metric{name="chipArea",unit="mm2"} 0.04537
chip_impl_metric{name="finClkSkew",unit="ns"} 0.008930
chip_impl_metric{name="port-buffer-count",unit=""} 395
chip_impl_metric{name="postCtsResizedCells",unit=""} 0
chip_impl_metric{name="cts_htree_levels",unit=""} 3
chip_impl_info{name="worst_hold_path.endpoint",value="done$_DFFE_PP0P_"} 1
chip_impl_metric{name="peakVddDrop",unit="mV"} 0.1137
chip_impl_info{name="synth_top_flop_cell",value="edfxtp_1"} 1
chip_impl_metric{name="floorplan.rows",unit=""} 70
chip_impl_metric{name="cts_made_buffers",unit=""} 9
chip_impl_metric{name="fmaxAchievable",unit="MHz"} 211.5
chip_impl_metric{name="place_inst",unit=""} 1297
chip_impl_metric{name="setup_viol",unit=""} 0
chip_impl_metric{name="die-height",unit="um"} 213
chip_impl_info{name="critPathKind",value="flip-flop to flip-flop"} 1
chip_impl_metric{name="largest_net_degree_at_the_start_of_global_routing",unit=""} 36
chip_impl_metric{name="cts.reportedPaths.clkPinSlew",unit="ns"} 0.07
chip_impl_info{name="clk_root_buffer_cell",value="clkbuf_16"} 1
chip_impl_metric{name="synth-edff-count",unit=""} 96
chip_impl_metric{name="post-route-drc-count",unit=""} 0
chip_impl_metric{name="totalNegativeSetupSlack",unit="ns"} 0
chip_impl_metric{name="register_area",unit="mm2"} 0.003084
chip_impl_metric{name="max-cap-violations",unit=""} 0
chip_impl_metric{name="clockBufferDepth",unit=""} 2
chip_impl_metric{name="hold_violations",unit=""} 0
chip_impl_info{name="cts_tree",value="built"} 1
chip_impl_info{name="holdCritPathClass",value="flip-flop to flip-flop"} 1
chip_impl_metric{name="synth_cells",unit=""} 452
chip_impl_info{name="worst_setup_path_start_kind",value="flip-flop"} 1
chip_impl_metric{name="num_vias",unit=""} 5811
chip_impl_metric{name="die_w",unit="um"} 213
chip_impl_metric{name="wirelength",unit="mm"} 33.24
chip_impl_metric{name="antenna_found_initial",unit=""} 6
chip_impl_metric{name="yosys.stat.chipArea",unit="mm2"} 0.005539
chip_impl_metric{name="io-pin-count",unit=""} 396
chip_impl_info{name="hp-start",value="state[1]$_DFF_PP0_"} 1
chip_impl_metric{name="placeableCoreArea",unit="mm2"} 0.03670
chip_impl_metric{name="post-cts-setup-buffers",unit=""} 0
chip_impl_metric{name="final_period_minus_worst_setup_slack",unit="ns"} 4.728
chip_impl_metric{name="path_max_fanout",unit=""} 23
chip_impl_metric{name="slew_headroom",unit="%"} 47.22
chip_impl_metric{name="reg2reg_depth",unit=""} 15
chip_impl_metric{name="post-layout-total-power",unit="W"} 0.001607
chip_impl_metric{name="drt-wirelength-per-cell",unit="um"} 25.26
chip_impl_info{name="worst_r2r_startpoint",value="idx[2]$_DFFE_PP0P_"} 1
chip_impl_metric{name="min_delay_path_depth",unit=""} 1
chip_impl_metric{name="final_max_slew_viol_count",unit=""} 0
chip_impl_metric{name="layout-drive-gt1-share",unit="%"} 6.154
chip_impl_metric{name="first_global_vias",unit=""} 6341
chip_impl_metric{name="warning_count",unit=""} 30
chip_impl_metric{name="filler_cell_count",unit=""} 3733
chip_impl_metric{name="grt_use_total",unit="%"} 14.16
chip_impl_metric{name="synth.cell_area",unit="mm2"} 0.005539
chip_impl_metric{name="power.density",unit="mW/mm2"} 155.0
-- placed cells by master (no fill, tap or decap), drive strengths merged --
| master | count |
|---|---|
| or2 | 1 |
| a22o | 22 |
| a211oi | 1 |
| nor2b | 6 |
| nand2 | 10 |
| a222oi | 33 |
| nor2 | 13 |
| and3 | 17 |
| buf | 23 |
| o211ai | 1 |
| clkbuf | 9 |
| a22oi | 60 |
| a31oi | 6 |
| diode | 3 |
| nand3 | 13 |
| dfrtp | 7 |
| nor3 | 10 |
| ha | 15 |
| nand2b | 2 |
| a21oi | 15 |
| and2 | 11 |
| edfxtp | 96 |
| o22a | 1 |
| clkinv | 4 |
| nand4 | 5 |
| o21ai | 13 |
| inv | 18 |
| dfstp | 1 |
| nor4 | 5 |
| o22ai | 5 |
| a211o | 1 |
| clkdlybuf4s50 | 395 |
| a221oi | 16 |
| mux2i | 9 |
| a21o | 1 |
-- flip-flops by register name, summed over array words and instances (netlist names) --
signal	cells
state	3
idx	4
mutant	96
done	1
-- power by group --
part           total (W)  internal, W  switching, W
logic           0.000285     0.000190     0.0000950
clock network   0.000557     0.000283      0.000273
registers       0.000766     0.000766             0
-- kinds of logic (layout without fill, tap and decap cells) --
kind of cell,Yosys count,count (layout),synth area share [%]
AND-OR/OR-AND,175,175,25.25
flip-flops,104,104,55.68
AND/OR/NAND/NOR,93,93,9.126
buffers and inverters,56,449,4.924
adder cells (fa/ha/maj),15,15,3.388
multiplexers,9,9,1.626
other,0,3,0
-- layer usage --
| metal | track usage [%] | vias up | part of all wire [%] |
|---|---|---|---|
| li1 | - | 2677 | - |
| met4 | 2.043 | 10 | 1.4 |
| met3 | 4.870 | 32 | 9.4 |
| met1 | 16.96 | 2793 | 39 |
| met2 | 24.60 | 299 | 50 |
| met5 | 0 | - | 0.21 |
-- through the flow --
step | setup slack, ns | hold slack [ns] | utilization, % | cell area, um2
finish | 1.572 | 0.4602 | 28.26 | 10370
global route | 1.213 | 0.4840 | 28.24 | 10360
CTS | 1.496 | 0.4677 | 28.24 | 10360
detailed placement | 1.452 | 0.4486 | 27.40 | 10060
global placement | 1.538 | 0.4458 | 27.40 | 10060
floorplan | 2.404 | 0.4193 | - | 5539
-- worst max-delay path: stages, from the launching register on --
cell	delay (ns)
dfrtp_1	0.42
inv_1	0.13
ha_1	0.50
and2_1	0.73
a22o_1	0.30
a221oi_1	0.08
and3_1	0.22
a31oi_1	0.17
ha_1	0.25
nand4_1	0.14
nor2_1	0.07
a211o_1	0.27
nand2_4	0.33
mux2i_1	0.15
a211oi_2	0.57
buf_4	0.24
-- synth_stat cells, types with 2 or more instances --
library cell / n / area (um2)
a21oi_1: 15 / 75.07
a221oi_1: 11 / 96.34
a221oi_2: 5 / 75.07
a222oi_1: 33 / 330.3
a22o_1: 22 / 192.7
a22oi_1: 60 / 450.4
a31oi_1: 6 / 37.54
and2_1: 9 / 56.30
and3_1: 17 / 106.4
buf_2: 22 / 110.1
buf_4: 3 / 22.52
clkbuf_1: 13 / 48.80
dfrtp_1: 7 / 175.2
edfxtp_1: 96 / 2883
ha_1: 15 / 187.7
inv_1: 15 / 56.30
mux2i_1: 9 / 90.09
nand2_1: 9 / 33.78
nand2b_1: 2 / 12.51
nand3_1: 13 / 65.06
nand4_1: 5 / 31.28
nor2_1: 13 / 48.80
nor2b_1: 6 / 37.54
nor3_1: 10 / 50.05
nor4_1: 5 / 31.28
o21ai_0: 12 / 60.06
o22ai_1: 5 / 31.28
-- area by class of cell --
type | count | area share (%)
diodes | 3 | 0.07239
clock inverters | 7 | 0.7843
repair buffers | 418 | 39.79
flip-flops and latches | 104 | 29.74
clock buffers | 9 | 2.172
multi-input cells | 292 | 21.25
inverters | 15 | 0.5430
well taps | 468 | 5.647
-- how the worst max path moves through the flow --
stage | slack [ns] | end | start | depth (start not counted)
final | 1.57 | mutant[4][2]$_DFFE_PP_ | idx[2]$_DFFE_PP0P_ | 15
after global routing | 1.21 | mutant[4][2]$_DFFE_PP_ | idx[2]$_DFFE_PP0P_ | 15
after CTS | 1.50 | mutant[5][2]$_DFFE_PP_ | idx[2]$_DFFE_PP0P_ | 15
Power figures rest on the tool's default switching activity, not on a simulated workload.
