==> ./design.v <==
module spi_slave (
    input wire clk,           
    input wire rst,
    input wire sck,           
    input wire mosi,          
    input wire cs,            
    output wire miso,         
    output reg [7:0] data_out
);
    reg [7:0] shift_reg;
    reg [2:0] bit_cnt;
    reg miso_reg;
    assign miso = miso_reg;
    always @(posedge sck or posedge rst) begin
        if (rst) begin
            shift_reg <= 0;
            bit_cnt <= 0;
            miso_reg <= 0;
        end else if (~cs) begin
            shift_reg <= {shift_reg[6:0], mosi};
            bit_cnt <= bit_cnt + 1;
            if (bit_cnt == 3'd7) begin
                data_out <= {shift_reg[6:0], mosi};
            end
        end
    end
endmodule
==> ./run.sh <==
#!/bin/bash
# OpenROAD 26Q1-2900-gdf79404cd8, Yosys 0.63+post, stock flow scripts
make -C /OpenROAD-flow-scripts/flow DESIGN_CONFIG=/design/flow/config.mk WORK_HOME=/design/flow/orfs finish
==> ./config.mk <==
export PLATFORM = sky130hd
export DESIGN_NAME = spi_slave
export DESIGN_NICKNAME = spi_slave
export VERILOG_FILES = /design/flow/design.v
export SDC_FILE = /design/flow/constraint.sdc
export NUM_CORES = 4
export LEC_CHECK = 1
export CORE_AREA = 10 10 81 81
export DIE_AREA = 0 0 91 91
==> ./constraint.sdc <==
current_design spi_slave

set clk_period 3.1
set clk_io_pct 0.2

create_clock -name clk0 -period $clk_period [get_ports {sck}]

set non_clock_inputs [all_inputs -no_clocks]
set_input_delay [expr $clk_period * $clk_io_pct] -clock clk0 $non_clock_inputs
set_output_delay [expr $clk_period * $clk_io_pct] -clock clk0 [all_outputs]
==> summary.txt <==
State of the implementation.

- In this run, synthesis inferred 8 flip-flops with an integrated enable.
- In this run, post-CTS hold repair placed 0 buffers.
- Per the detailed-route log, wirelength across all metal layers totals 1028 microns.
- Dividing the final minimum period by the clock period gives 0.6254.
- The share of the synthesized area in the top cell type is 0.3630, for reference.
- According to the I/O placement log, the pin count is 14.
- On the critical path the largest part of the delay comes from buffers and inverters.
- For this run, the script counts the antenna cells in the layout as 0.
- Of all flip-flops after synthesis, the portion carrying an async set or reset was 0.5556.
- The signal on the critical path passes through clkdlybuf4s50_1, nor3b_1, buf_4.
- The max-capacitance violation count is 0, for reference.
- Setup repair after global routing left no endpoint under its margin.
- According to the CTS report, the clock sink count is 18.
- The number of antenna violations at the first check in global routing came to 0.
- The arrival time reported for the critical path endpoint is 1.89 ns, for reference.
- Power spread over the standard cell area amounts to 658.6 mW/mm^2.
- The pre-placement core utilization is 0.1431, for reference.
- The met1 track utilization from global routing is 0.03015, for reference.
- The critical path's largest stage delay is 0.74 ns, for reference.
- The run finished with clean final reports.
- The synthesized design contains 18 register bits.
- The final route contains 318 vias.
- The layer flagged by global routing as most heavily used is met2.
- In this run the VDD rail shows a maximum IR drop of 0.1886 mV.
- Row generation in the floorplan step produced 25 rows.
- The slack of the worst reg-to-reg path is 1.76 ns, for reference.
- The final critical path time including I/O delays and setup is 1.939 ns, for reference.
- After detailed routing, the average wire length per cell comes to 8.862 microns.
- The highest net fanout along the worst path is 11, for reference.
- Clock-pin slew was measured on the worst setup and hold paths at 0.06 ns.
- At the end of the flow the core is filled with cells to 0.1904.
- The synthesis report names the predominant flop master as sky130_fd_sc_hd__dfrtp_1.
- The global-route wire length before repair is 1814 microns, for reference.
- Looking at the clock tree report, the H-tree level count equals 1.
- The synthesis run shows the most used standard cells to be sky130_fd_sc_hd__dfrtp_1 (10), sky130_fd_sc_hd__edfxtp_1 (8), sky130_fd_sc_hd__mux2_4 (8).
- The iteration count recorded for the first detailed-route pass is 2.
- The count of distinct cell types in the synthesized netlist is 11, for reference.
- The vertical extent of the die is 91 microns, for reference.
- In this run, post-CTS repair resized a total of 0 instances.
- The summed instance area of the synthesized netlist is 689.4 sq um, for reference.
- The total overflow left after global routing is 0.
- The number of CTS-inserted buffers is 3, for reference.
- The met2 global-route usage is 0.04117, for reference.
- The cell taking the most area after synthesis is sky130_fd_sc_hd__dfrtp_1, for reference.
- Once the clock tree was built, the setup fixing pass inserted 0 buffers.
- Synthesis handed over a netlist of 35 instances.
- The total global-route track usage is 0.02753, for reference.
- The critical path class is in2reg, for reference.
- The mean instance size in the synthesized netlist is 19.70 sq um, for reference.
- The tree is rooted in a sky130_fd_sc_hd__clkbuf_8.
- The insertion delay at the late pin of the worst-skew pair is 0.25 ns, for reference.
- Of the synthesized area, sequential elements account for 0.7114.
- The worst setup path is captured at a register.
- The normalized max-slew margin is 0.5690, for reference.
- Per the timing report, the achievable frequency comes out to 515.8 MHz.
- CTS reports a maximum clock tree buffer depth of 2.
- The leakage power in the latest report is 0.3594 nW.
- The number of antenna-violating nets in the routed design is 0, for reference.
- The warning tally printed by Yosys for this design is 1.
- The total buffers and inverters traversed by the critical path is 2, for reference.
- For the final database, setup skew stands at 0.007038 ns.
- For reference, the final report shows the hold violation count at 0.
- Port buffering added 11 buffers.
- The cell total in the yosys stat output is 35, for reference.
- The share of post-route cells with drive strength above 1 is 0.2653, for reference.
- Note that the worst hold path type here is reg2reg.
- The tally of OpenROAD warnings is 26, for reference.
- By area the synthesized netlist is led by sky130_fd_sc_hd__dfrtp_1 (36%), sky130_fd_sc_hd__edfxtp_1 (35%), sky130_fd_sc_hd__mux2_4 (17%).
- The maximum number of pins on one net before global-route repair is 12, for reference.
- TritonCTS built the clock tree.
- The startpoint class of the critical path is a primary input, for reference.
- Yosys reports a chip area of 689.4 sq um.
- TritonRoute reported its final design rule violation total as 0.
- The synthesis stats list as the most numerous cell sky130_fd_sc_hd__dfrtp_1.
- The slowest stage of the critical path is the sky130_fd_sc_hd__clkdlybuf4s50_1 cell.
- In this run the standard cell core region covers 0.004817 sq mm.
- The via count of the first global-routing pass is 367, for reference.
- The overall die width is 91 microns, for reference.
- The met3 usage in global routing is 0.02490, for reference.
- The final layout reports a setup TNS of 0 ns.
- The area added between synthesis and finish is 33.03%, for reference.
- The placement summary gives the final routability congestion estimate as 0.6734.
- The final number of setup-violating endpoints is 0, for reference.
- The count of final max-slew check failures is 0, for reference.
- The estimated wirelength of the detail-placed design is 782.1 microns, for reference.
- The average vias per placed instance is 2.741, for reference.
- The register with the most flip-flops in the layout has 8 of them.
- The die covers 0.008281 sq mm.
- The number of DRC markers after the initial detailed-route iteration is 4, for reference.
- The required time at the worst endpoint is listed as 3.05 ns.
- For the pin with the worst max-slew slack, the measured transition is 0.6444 ns.
==> layer usage <==
metal / wire (microns) / vias up
li1: - / 151
met3: 164 / 0
met2: 468 / 11
met4: 0 / 0
met1: 394 / 156
met5: 0 / -
==> final timing paths <==
check / startpoint / endpoint / cells past startpoint
max in group asynchronous: rst / bit_cnt[1]$_DFFE_PP0N_ / 2
hold / removal: bit_cnt[0]$_DFFE_PP0N_ / bit_cnt[0]$_DFFE_PP0N_ / 1
min in group asynchronous: rst / shift_reg[6]$_DFFE_PP0N_ / 2
setup reg to reg: bit_cnt[0]$_DFFE_PP0N_ / data_out[1]$_DFFE_PP_ / 4
setup / recovery: cs / data_out[1]$_DFFE_PP_ / 3
hold reg to reg: bit_cnt[0]$_DFFE_PP0N_ / bit_cnt[0]$_DFFE_PP0N_ / 1
==> metrics by stage <==
| step | setup WS, ns | power, mW | hold slack [ns] | instance area, sq um | instances |
|---|---|---|---|---|---|
| CTS | 1.143 | 0.6133 | 0.4716 | 917.1 | 116 |
| finish | 1.161 | 0.6040 | 0.4692 | 917.1 | 116 |
| global placement | 0.9186 | 0.4483 | 0.4353 | 872.1 | 112 |
| floorplan | 1.263 | 0.4208 | 0.4252 | 689.4 | 35 |
| detailed placement | 0.8830 | 0.4572 | 0.4545 | 872.1 | 112 |
| global route | 1.044 | 0.6494 | 0.4867 | 917.1 | 116 |
==> cells in the final DEF (no fill, tap or decap) <==
master	instances
sky130_fd_sc_hd__clkinv_1	1
sky130_fd_sc_hd__nor3b_1	1
sky130_fd_sc_hd__edfxtp_1	8
sky130_fd_sc_hd__conb_1	1
sky130_fd_sc_hd__xnor2_1	1
sky130_fd_sc_hd__clkbuf_8	3
sky130_fd_sc_hd__inv_1	1
sky130_fd_sc_hd__dfrtp_1	10
sky130_fd_sc_hd__clkdlybuf4s50_1	11
sky130_fd_sc_hd__mux2_2	1
sky130_fd_sc_hd__mux2_4	8
sky130_fd_sc_hd__ha_1	2
sky130_fd_sc_hd__buf_4	1
==> layout make-up <==
class	count	area, sq um
clock buffer	3	41.29
clock inverter	1	3.754
fill	530	3900
inverter	1	3.754
multi-input combinational	14	176.4
sequential	18	490.5
tap	67	83.83
timing repair buffer	12	117.6
==> cell families (layout without fill, tap and decap cells) <==
kind of cell | Yosys count | count (layout) | synth area share
xor+xnor | 1 | 1 | 0.01271
fa+ha+maj | 2 | 2 | 0.03629
buf+inv | 3 | 17 | 0.03267
flops | 18 | 18 | 0.7114
mux | 9 | 9 | 0.1906
other cells | 1 | 1 | 0.005439
simple gates | 1 | 1 | 0.01089
==> report_power, final <==
group | internal [mW] | switching (mW) | leakage (nW)
clock network | 0.0877 | 0.0680 | 0.0231
logic | 0.0803 | 0.0319 | 0.146
registers | 0.307 | 0.0287 | 0.190
No activity file was given, so power comes from the tool's default toggle rates.
